File: flow/design.v
module I2CTest(CLCK, SCL, SDA);
input CLCK;
input SCL;
inout SDA;
parameter slaveaddress = 7'b101_0101;
reg[2:0] valuecnt = 3'b001;  
reg [2:0] SCLSynch = 3'b000;  
always @(posedge CLCK) 
	SCLSynch <= {SCLSynch[1:0], SCL};
wire SCL_posedge = (SCLSynch[2:1] == 2'b01);  
wire SCL_negedge = (SCLSynch[2:1] == 2'b10);  
reg [2:0] SDASynch = 3'b000;
always @(posedge CLCK) 
	SDASynch <= {SDASynch[1:0], SDA};
wire SDA_synched = SDASynch[0] & SDASynch[1] & SDASynch[2];
reg start = 1'b0;
always @(negedge SDA)
	start = SCL;
reg stop = 1'b0;
always @(posedge SDA)
	stop = SCL;
reg incycle = 1'b0;
always @(posedge start or posedge stop)
	if (start)
	begin
		if (incycle == 1'b0)
			incycle = 1'b1;
	end
	else if (stop)
	begin
		if (incycle == 1'b1)
			incycle = 1'b0;	
	end
reg[7:0] bitcount = 0;
reg[6:0] address = 7'b0000000;
reg[7:0] datain = 8'b00000000;
reg rw = 1'b0;
reg addressmatch = 1'b0;
always @(posedge SCL_posedge or negedge incycle)
	if (~incycle)	
	begin
		bitcount = 0;
	end
	else
        begin
		bitcount = bitcount + 1;
		if (bitcount < 8)
			address[7 - bitcount] = SDA_synched;
		if (bitcount == 8)
		begin
			rw = SDA_synched;
			addressmatch = (slaveaddress == address) ? 1'b1 : 1'b0;
		end
		if ((bitcount > 9) & (~rw))
			datain[17 - bitcount] = SDA_synched;
	end
reg sdadata = 1'bz; 
reg [2:0] currvalue = 	0;
always @(posedge SCL_negedge) 
	if (((bitcount == 8) | ((bitcount == 17) & ~rw)) & (addressmatch))
	begin
		sdadata = 1'b0;
		currvalue = 0;
	end
	else if ((bitcount >= 9) & (rw) & (addressmatch) & (currvalue < valuecnt))
	begin
		if (((bitcount - 9) - (currvalue * 9)) == 8)
		begin
			sdadata = 1'bz;
			currvalue = currvalue + 1;
		end
		else sdadata = datain[7 - ((bitcount - 9) - (currvalue * 9))];  
	end
	else sdadata = 1'bz;
assign SDA = sdadata;
endmodule
File: flow/run.sh
#!/bin/bash
# OpenROAD 26Q1-2900-gdf79404cd8, Yosys 0.63+post, stock flow scripts
make -C /OpenROAD-flow-scripts/flow DESIGN_CONFIG=/design/flow/config.mk WORK_HOME=/design/flow/orfs finish
File: flow/config.mk
export PLATFORM = sky130hd
export DESIGN_NAME = I2CTest
export DESIGN_NICKNAME = I2CTest
export VERILOG_FILES = /design/flow/design.v
export SDC_FILE = /design/flow/constraint.sdc
export NUM_CORES = 4
export LEC_CHECK = 1
export CORE_UTILIZATION = 30
export SYNTH_HDL_FRONTEND = slang
File: flow/constraint.sdc
current_design I2CTest

set clk_period 1.0
set clk_io_pct 0.2

create_clock -name clk0 -period $clk_period [get_ports {CLCK}]
create_clock -name clk1 -period $clk_period [get_ports {SDA}]

set non_clock_inputs [all_inputs -no_clocks]
set_input_delay [expr $clk_period * $clk_io_pct] -clock clk0 $non_clock_inputs
set_output_delay [expr $clk_period * $clk_io_pct] -clock clk0 [all_outputs]
==> metrics.cfg <==
[run_status]
haltStage=4_1_cts
outcome=aborted with a tool error
error=[error] [KeplerFormal.cpp:679] Workflow failed: Iso has multiple drivers: .SDA0, SDA$_SDFF_NP0_.Q0

[logic_synthesis]
yosysTopAreaCell=edfxtp_1
top_area_frac=0.224
synth_flops=38
ys_top_cells_by_count=nand2_1 (18), edfxtp_1 (17), ha_1 (15), inv_1 (15)
ys_chip_area_mm2=0.00228
syn_inst=216
yosys-top-cells-area=edfxtp_1 (22%), dfxtp_1 (11%), dfrtn_1 (8.8%)
ys_warn_count=1
top_cell=nand2_1
ys_seq_share=0.429
ys_cells=216
yosys.cell_types.count=58
synth-edff-count=17
synth.avg_cell_area_um2=10.5
async_flop_share=0.237
synth_area_mm2=0.00228
ff_type=edfxtp_1

[placed_design]
place_inst=309
port_buffers=1
finalWeightedCongestion=0.846
hpwl_mm=3.04
dpl-instance-area_mm2=0.00238

[clock_tree]
holdBufCountCts=0
post-cts-setup-buffers=0
cts_resized=0

[sta]
unclocked_regs=30
unconstrained_endpoints=47

[floorplan]
fp-row-count=31
die_height_um=89.1
fp_util=0.312
dieWidth_um=89.1
ios=3

logic make-up after synthesis:
logic type,Yosys count,synth area share
DFF,38,0.429
adders and majority gates,16,0.0912
muxes,12,0.0659
AOI/OAI and AO/OA,33,0.113
and+or+nand+nor,77,0.197
buffers and inverters,26,0.0500
xor gates and xnor gates,14,0.0538
through the flow:
step           hold WS, ns  setup slack, ns
2_1_floorplan       0.0424            0.199
3_3_place_gp        0.0609           -0.235
3_5_place_dp        0.0622           -0.250
