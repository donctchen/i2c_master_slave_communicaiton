==> design/flow/design.v <==
`timescale 1ns/1ns
module seven_seg_display(
    input wire clk,
    input wire reset,
    input wire pass,
    output wire seg_a, 
    output wire seg_b,
    output wire seg_c,
    output wire seg_d,
	output wire	seg_e,
    output wire seg_f,
    output wire seg_g,
    output wire seg_dp,
	output wire	com0,
    output wire com1,
    output wire com2,
    output wire com3
);
reg [3:0] text;
reg [6:0] seg_values; 
reg com0_reg = 1;  
reg com1_reg = 1;
reg com2_reg = 1;
reg com3_reg = 1;
assign seg_a = ~seg_values[6];
assign seg_b = ~seg_values[5];
assign seg_c = ~seg_values[4];
assign seg_d = ~seg_values[3];
assign seg_e = ~seg_values[2];
assign seg_f = ~seg_values[1];
assign seg_g = ~seg_values[0];
assign seg_dp = ~0; 
assign com0 = com0_reg;
assign com1 = com1_reg;
assign com2 = com2_reg;
assign com3 = com3_reg;
localparam REFRESH_COUNT = 100000; 
localparam IDLE = 0;
localparam DIGIT0 = 1;
localparam DIGIT1 = 2;
localparam DIGIT2 = 3;
localparam DIGIT3 = 4;
localparam TIMER = 5;
reg [3:0] Sev_Seg_FSM_state = IDLE;
reg [3:0] return_state;
reg [17:0] count;
always@(posedge clk or negedge reset)
begin
    if (!reset) begin    
        Sev_Seg_FSM_state <= IDLE;
        text <= 4'b0000;
        count <= 0;
        return_state <= 0;
    end
    else begin
        case (Sev_Seg_FSM_state)
            IDLE: begin            
                Sev_Seg_FSM_state <= (pass)? DIGIT0: IDLE;
                com0_reg <= 1'b1;
                com1_reg <= 1'b1;
                com2_reg <= 1'b1;
                com3_reg <= 1'b1;                
                count <= 0;
            end
            DIGIT0: begin
                com0_reg <= 1'b0;  
                com1_reg <= 1'b1;
                com2_reg <= 1'b1;
                com3_reg <= 1'b1;         
                text <= 4'b0010;  
                Sev_Seg_FSM_state <= TIMER;
                return_state <=  DIGIT1;
                count <= REFRESH_COUNT;
            end
            DIGIT1: begin
                com0_reg <= 1'b1;
                com1_reg <= 1'b0;                
                com2_reg <= 1'b1;
                com3_reg <= 1'b1;         
                text <=  4'b0010;                
                Sev_Seg_FSM_state <= TIMER;
                return_state <=  DIGIT2;
                count <= REFRESH_COUNT;           
            end
            DIGIT2: begin
                com0_reg <= 1'b1;
                com1_reg <= 1'b1; 
                com2_reg <= 1'b0;
                com3_reg <= 1'b1; 
                text <= 4'b0001;  
                Sev_Seg_FSM_state <= TIMER;
                return_state <=  DIGIT3;
                count <= REFRESH_COUNT;
            end
            DIGIT3: begin
                com0_reg <= 1'b1;
                com1_reg <= 1'b1; 
                com2_reg <= 1'b1;
                com3_reg <= 1'b0;       
                text <= 4'b0000;  
                Sev_Seg_FSM_state <= TIMER;
                return_state <=  DIGIT0;
                count <= REFRESH_COUNT;
            end
            TIMER: begin
                count <= (count > 0 )? count - 1 : 0;
                Sev_Seg_FSM_state <= (count > 0)? TIMER: return_state;
            end
        endcase
    end
end
always@(*)
begin
    case (text)
        4'b0000: seg_values = 7'b1100111;  
        4'b0001: seg_values = 7'b1110111;  
        4'b0010: seg_values = 7'b1011011;  
        4'b0011: seg_values = 7'b1000111;  
        4'b0100: seg_values = 7'b0110000;  
        4'b0101: seg_values = 7'b0001110;  
        default: seg_values = 7'b0000000;  
    endcase
end
endmodule
==> design/flow/run.sh <==
#!/bin/bash
# OpenROAD 26Q1-2900-gdf79404cd8, Yosys 0.63+post, stock flow scripts
make -C /OpenROAD-flow-scripts/flow DESIGN_CONFIG=/design/flow/config.mk WORK_HOME=/design/flow/orfs finish
==> design/flow/config.mk <==
export PLATFORM = sky130hd
export DESIGN_NAME = seven_seg_display
export DESIGN_NICKNAME = seven_seg_display
export VERILOG_FILES = /design/flow/design.v
export SDC_FILE = /design/flow/constraint.sdc
export NUM_CORES = 4
export LEC_CHECK = 1
export CORE_UTILIZATION = 30
==> design/flow/constraint.sdc <==
current_design seven_seg_display

set clk_period 6.1
set clk_io_pct 0.2

create_clock -name clk0 -period $clk_period [get_ports {clk}]

set non_clock_inputs [all_inputs -no_clocks]
set_input_delay [expr $clk_period * $clk_io_pct] -clock clk0 $non_clock_inputs
set_output_delay [expr $clk_period * $clk_io_pct] -clock clk0 [all_outputs]
==> impl_metrics.tcl <==
# flow metrics
set metrics [dict create \
    power.share.sequential_pct 49.4 \
    clock.latency.late_pin_ns 0.29 \
    die_x_um 78.5 \
    syn_area_per_cell_um2 9.01 \
    clkSinkCount 31 \
    max_reg_flops 18 \
    worst_ir_drop_vdd_mv 0.0943 \
    synthSimpleGateAreaFrac_pct 28.1 \
    ff2ff_path_depth 7 \
    run_status "completed" \
    cts.reportedPaths.clkPinSlew_ns 0.06 \
    timing.critical_path.max_delay_family "buffers and inverters" \
    power.switching_uw 202 \
    cts_inserted_buffers 5 \
    dr.pass1.iters 4 \
    post-route-period-util_pct 45.1 \
    enable_flop_cells 4 \
    fp_rows 27 \
    synth-area-yosys_mm2 0.00176 \
    global_route.overflow_total 0 \
    drc 0 \
    highest_net_fanout_along_the_worst_path 5 \
    power.density_cell_area_mw_per_mm2 312 \
    finalInstanceArea_mm2 0.00198 \
    finalHoldViolations 0 \
    yosys_warnings 1 \
    place.port_buffers 13 \
    max_slew_margin_pct 47.1 \
    wire_per_inst_um 13.7 \
    hpwl_after_detailed_placement_um 2640 \
    post-route-min-period_ns 2.75 \
    timing.critical_path.cells "nor3_1, clkdlybuf4s50_1" \
    globalRouteTotalUtil_pct 14.0 \
    die_area_mm2 0.00617 \
    layout_area_growth_over_synthesis_pct 12.7 \
    share_clk_of_total_power_pct 26.9 \
    worst_ep_required_time_ns 4.88 \
    ao_oa_area_share_pct 17.2 \
    ioPinCount 15 \
    sequential_fraction_of_the_synthesis_area_pct 45.4 \
    power.share.combinational_pct 23.7 \
    skew_ns 0.0145 \
    cp-end-kind "output port" \
    xor_area_share_pct 0.499 \
    drv_cap 0 \
    routabilityCongestion 0.840 \
    ys_top_logic_family "simple AND/OR/NAND/NOR gates" \
    final_tally_of_max_slew_violations 0 \
    critical_path_arrival_ns 1.53 \
    via_count_of_the_first_global_routing_pass 1362 \
    number_of_antenna_violations_at_the_first_check_in_global_routing 0 \
    via_per_inst 5.10 \
    tritoncts "yes" \
    drive_above_1_share_pct 7.28 \
    power.leakage_nw 0.810 \
    final-setup-viol-count 0 \
    synth_flop_count 31 \
    synth-async-reset-ratio_pct 87.1 \
    fp.coreArea_mm2 0.00557 \
    floorplanUtilization_pct 31.5 \
    placed_area_mm2 0.00189 \
    post_synth_num_cell_types 49 \
    worstSetupStartpoint "text[1]$_DFF_PN0_" \
    cellInternalPower_uw 416 \
    hp_class "register to register" \
    diodes 0 \
    crit_path_top_delay_cell "clkdlybuf4s50_1" \
    vias 1417 \
    unrepaired_setup_endpoints_after_global_routing "no" \
    switching_fraction_of_total_power_pct 32.7 \
    grt_start_max_net_pins 32 \
    setup.reg_to_reg.worst_slack_ns 3.61 \
    synth.yosys.num_cells 195 \
    registers.top_by_ff_count "count" \
    postCtsSetupBuffers 0 \
    commonest_flop "dfrtp_1" \
    holdBufCountCts 0 \
    cts-root-buf "clkbuf_8" \
    clock_path_buffers 2 \
    critical_path.n_buffers_inverters 1 \
    critPathLaunchType "register" \
    post_synth_mux_area_share_pct 0.570 \
    timing_worst_setup_path_type "register to output port" \
    synthesis.instances 195 \
    cts.repair.resized 0 \
    synth_adder_area_share_pct 1.28 \
    grt_pass1_wl_um 6810 \
    syn-cell-area_mm2 0.00176 \
    critical_path_depth 2 \
    routed_wl_um 3810 \
    worst-slew-pin-transition_ns 0.787 \
    cp_slowest_stage_delay_ns 0.53 \
    r2r-start "count[0]$_DFFE_PN0P_" \
    ant_nets 0 \
    warning_count 25 \
    tns_ns 0 \
    timing.rr.end "Sev_Seg_FSM_state[0]$_DFFE_PN0P_" \
    drt_iter0_markers 131 \
    timing.critical_path.to "seg_f" \
    die.size.y_um 78.5 \
    htree_levels 2 \
    max_clock_freq_mhz 364 \
]
metal layers:
| layer | track usage, % | vias to the layer above | share of wire, % |
|---|---|---|---|
| met5 | 0 | - | 0 |
| met4 | 1.67 | 0 | 1.6 |
| met3 | 2.01 | 6 | 4.6 |
| met2 | 20.3 | 35 | 44 |
| met1 | 23.0 | 650 | 50 |
| li1 | - | 726 | - |
power groups by stage:
stage         clock (mW)  sequential (mW)  combinational (mW)
finish             0.166            0.305               0.146
global route       0.181            0.317               0.169
CTS                0.172            0.305               0.148
worst reg2reg max path: stages (launching register included):
cell and delay [ns]:
dfrtp_1 0.40, inv_1 0.07, ha_1 0.16, or4b_4 0.49, nor3_1 0.47, nand3_1 0.37
o31ai_1 0.29, a21oi_1 0.09
worst min path at each step:
stage         slack [ns]  cells after the start                         from                           to
finish              0.49                      2  return_state[2]$_DFFE_PN0N_  return_state[2]$_DFFE_PN0N_
global route        0.53                      2  return_state[2]$_DFFE_PN0N_  return_state[2]$_DFFE_PN0N_
CTS                 0.50                      2  return_state[2]$_DFFE_PN0N_  return_state[2]$_DFFE_PN0N_
logic make-up after synthesis:
logic type,after synthesis
multiplexers,1
AND-OR/OR-AND,48
AND/OR/NAND/NOR,94
flip-flops,31
adder cells (fa/ha/maj),2
other,1
buffers and inverters,17
XOR/XNOR,1
cells in the final DEF (no fill, tap or decap), drive strengths merged, types with 6 or more instances in the layout:
master	instances
a21oi	13
or3	6
dfrtp	26
nand2	19
nand3	7
o21ai	13
nor3	12
and2	6
clkbuf	7
nor2	20
clkdlybuf4s50	13
inv	6
per-stage QoR:
step	setup WS (ns)	hold slack [ns]	power, mW	instances	utilization [%]
final	3.35	0.491	0.618	278	35.5
after global placement	3.56	0.473	0.455	270	33.9
after detailed placement	3.54	0.481	0.456	270	33.9
after global routing	3.27	0.530	0.667	278	35.5
after floorplan	3.93	0.448	0.410	195	-
after CTS	3.31	0.498	0.626	278	35.5
area by class of cell:
| cell class | count | area, um^2 |
|---|---|---|
| fill | 572 | 3590 |
| multi-input combinational | 147 | 842 |
| sequential | 31 | 797 |
| timing repair buffer | 14 | 138 |
| tap | 72 | 90.1 |
| clock buffer | 7 | 86.3 |
| inverter | 6 | 22.5 |
| clock inverter | 1 | 5.00 |
synth_stat cells, types with 2 or more instances:
cell type  instances  share of area, %
a21oi_1           13               3.7
a31oi_1            4               1.4
and2_1             6               2.1
and3_1             4               1.4
buf_4              4               1.7
buf_6              2               1.3
clkbuf_1           2              0.43
clkbuf_8           2               1.6
dfrtp_1           26                37
edfxtp_1           4               6.8
inv_1              6               1.3
nand2_1           19               4.1
nand2b_1           4               1.4
nand3_1            7               2.0
nand4_1            2              0.71
nor2_1            20               4.3
nor2b_1            3               1.1
nor3_1            12               3.4
nor4_1             4               1.4
o211ai_1           3               1.3
o21ai_0           10               2.8
o21ai_1            2              0.57
o22ai_1            3               1.1
o31ai_1            3               1.3
or3_1              5               1.8
or4_1              2              0.85
No activity file was given, so power comes from the tool's default toggle rates.
